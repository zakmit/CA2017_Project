## config.mk

```make
export PLATFORM = sky130hd
export DESIGN_NAME = DATAMEMORY
export DESIGN_NICKNAME = DATAMEMORY
export VERILOG_FILES = /design/flow/design.v
export SDC_FILE = /design/flow/constraint.sdc
export NUM_CORES = 4
export LEC_CHECK = 1
export CORE_UTILIZATION = 30
```

## constraint.sdc

```tcl
current_design DATAMEMORY

set clk_period 13.8
set clk_io_pct 0.2

create_clock -name clk0 -period $clk_period [get_ports {clk_i}]

set non_clock_inputs [all_inputs -no_clocks]
set_input_delay [expr $clk_period * $clk_io_pct] -clock clk0 $non_clock_inputs
set_output_delay [expr $clk_period * $clk_io_pct] -clock clk0 [all_outputs]
```

## design.v

```verilog
module DATAMEMORY
(
  clk_i,
  exmem_alu_i,
	exmem_mux7_i,
	exmem_m_MW_i,
	exmem_m_MR_i,
	read_data_o
);
input clk_i;
input [31:0] exmem_alu_i;
input [31:0] exmem_mux7_i;
input exmem_m_MW_i; 
input exmem_m_MR_i; 
output [31:0] read_data_o;
reg [7:0] out [0:31];
assign read_data_o[31:24] = out[exmem_alu_i+3];
assign read_data_o[23:16] = out[exmem_alu_i+2];
assign read_data_o[15:8] = out[exmem_alu_i+1];
assign read_data_o[7:0] = out[exmem_alu_i];
always@(posedge clk_i)begin
   if( exmem_m_MW_i )
     begin
		     out[exmem_alu_i+3] <= exmem_mux7_i[31:24];
         out[exmem_alu_i+2] <= exmem_mux7_i[23:16];
			   out[exmem_alu_i+1] <= exmem_mux7_i[15:8];
				 out[exmem_alu_i] <= exmem_mux7_i[7:0];
		 end
   end
endmodule
```

## run.sh

```bash
#!/bin/bash
# OpenROAD 26Q1-2900-gdf79404cd8, Yosys 0.63+post, stock flow scripts
make -C /OpenROAD-flow-scripts/flow DESIGN_CONFIG=/design/flow/config.mk WORK_HOME=/design/flow/orfs finish
```

==> summary.txt <==
Implementation numbers.

- The via count of the first global-routing pass is 22,070.
- In the routed layout, each cell is associated on average with a via count of 6.51.
- CTS reports a maximum clock tree buffer depth of 3.
- Dividing the detail-routed wire length by the instance count gives 34.0 um.
- The warning total across the stage logs is 59.
- Walking the worst path, the cells encountered are buf_8 > clkinv_2 > buf_4 > ha_4 > buf_4 > buf_4 > mux4_2 > mux2i_1 > nor3_1 > a221oi_1 > nand2_1 > clkdlybuf4s50_1.
- The Yosys warning count is 1.
- In the routed design, unresolved DRC markers number 0.
- Buffers inserted during clock tree synthesis total 30.
- The number of optimization iterations in the first detailed-route pass is 8.
- The largest net degree at the start of global routing is 96.
- In the final report, the number of endpoints failing setup comes to 0.
- The slowest cell on the critical path is ha_4.
- For reference, the final report shows the max-slew violation count at 0.
- The longest individual stage delay on the worst path is 0.81 ns.
- On the worst setup and hold paths after CTS, the clock-pin slew comes to 0.07 ns.
- The global-route wire length before repair is 168,000 um.
- The cell occurring most often along the worst timing path is buf_4.
- The number of post-CTS setup repair buffers is 0.
- The min-delay analysis places its worst path in the category input pin to register.
- According to the CTS report, the clock sink count is 256.
- The headroom to the max-slew limit is between 20% and 30%.
- The share of synthesized registers carrying an async set or reset is 0%.
- The peak supply drop is between 90 and 100 uV.
- The total power density per cell area is slightly above 90 nW/um^2.
- RePlAce ended its routability-driven mode at a weighted congestion of 1.15.
- After layout, the design draws a total of between 2 and 3 mW.
- Summed over all nets, wire length on met2 after detailed routing comes to between 50,000 and 60,000 um.
- Per the CTS log, the root buffer master is clkbuf_16.
- The count of library flops with an enable pin is approximately 260.
- The largest registers in the layout are out (256).
- The global router's overall resource usage is 28.8%.
- According to the dpl log, the detail-placed design has an HPWL of 79,500 um.
- The element type at the critical path end is a primary output.
- The synthesized netlist handed to floorplanning was reported with a cell count of about 2,400.
- The cell type that accounts for the most area after synthesis is edfxtp_1.
- The number of placed I/O pins is 99.
- Sorting the synthesis cell report by count puts at the top mux2i_1.
- The area taken by multi-input combinational cells is reported as 16,600 sq um.
- The most frequently used flop master after synthesis is edfxtp_1.
- TritonCTS built the clock tree.
- The count of cells resized by post-cts repair is 0.
- The timing report notes that buffer and inverter cells on the critical path total 6.
- The area used by sequential logic in the layout is 7690 sq um.
- Per the CTS log, the maximum H-tree level is 1.
- The report counts max-capacitance violations totalling 0.
- The finished layout reports a core utilization of between 30% and 40%.
- The chip occupies 86,100 sq um.
- The detailed router put a total of 40,900 um of wire on met1.
- The netlist uses between 60 and 70 different library cells.
- The count of nets left with antenna violations once routing finished came out at 0.
- Before placement the cells fill 30.4% of the core.
- The routed layout has roughly 23,000 vias.
- The leftover overflow at the end of global routing is 0.
- The sequential element share of the synthesized area is between 30% and 40%.
- The violation count after the first detailed-route iteration is 2,578.
- The flow ran to the end, and the final reports show no timing, DRC or antenna violations.
- The buffer_ports step reported a buffer count of 70.
- The worst path required time is approximately 11 ns.
- The synthesis run shows the most used standard cells to be mux2i_1, nand2_1, edfxtp_1, mux4_2, nor2_1.
- The detailed router used layers up to and including met5.
- The number of flip-flops and latches in the synthesized netlist is 256.
- For reference, the post-synthesis area per instance comes to about 10 sq um.
- Compared with the post-synthesis result, the final layout area differs by 10.7%.
- The final hold violation count is 0.
- The main area contributors are edfxtp_1, mux4_2, mux2i_1.
- Wire segments on met3 add up to 21,300 um in the final route.
- The chip area in the Yosys report is 25,500 sq um.
- The number of cells reported by Yosys stat comes to 2,436.
- The slew at the pin with the worst max-slew slack is 1.09 ns.
- The category of the critical setup timing path is input pin to primary output.
- The timing report attributes the biggest portion of critical-path delay to buffers and inverters.
- According to the floorplan report, the placeable core area is roughly 84,000 sq um.
- The wire length recorded after detailed routing is 120,000 um.
- The static power due to leakage is roughly 9.7 nW.
- The hold buffer count at CTS is 0.
- The layout cell share with drive strength beyond 1 is approximately 23%.
- The synthesized design devotes to its leading area cell type a little under a third of total area.
- The post-layout period usage of the worst path is 75.2%.
- The number of fillers in the final layout is approximately 8,300.
- Of all nets on the critical path, the largest fanout is 66.
- The register with the most flip-flops in the layout has 256 of them.
- The register with the most flip-flops in the final layout is out.
- The final total negative setup slack is 0 ns.
- The minimum clock period after layout is 10.38 ns.
- The initial antenna violation count is 10.
- The sort of element at the start of the critical path is an input pin.
- The vertical die size is 293 um.
- Setup repair after global routing left no endpoint under its margin.
- The horizontal extent of the die is 293 um.
- The maximum clock frequency is 96.4 MHz.
- The floorplan has 106 rows.
- On the critical path the data arrives at 7.62 ns.
- The synthesized netlist occupies a cell area of 25,500 sq um.
## cells in the final DEF, fill, tap and decap left out, drive strengths merged, types with 18 or more instances in the layout
master,instances
mux2,110
o21ai,148
a211oi,113
and2,18
o22ai,64
clkbuf,34
a21oi,129
nor3,56
nor2,199
buf,105
a21o,73
mux2i,318
nand2,265
nand3,45
mux4,220
clkdlybuf4s50,62
edfxtp,256
## path summary, 6_finish.rpt
check / from / endpoint / slack (ns) / cells past startpoint
max: exmem_alu_i[0] / read_data_o[14] / 3.42 / 12
min: exmem_mux7_i[7] / out[3][7] / 2.94 / 4
## report_power, final
| group | leakage, nW | switching [mW] | total [mW] | internal (mW) |
|---|---|---|---|---|
| sequential | 2.33 | 0.0640 | 0.979 | 0.915 |
| combinational | 6.85 | 0.470 | 0.783 | 0.314 |
| clock | 0.492 | 0.354 | 0.852 | 0.498 |
## worst min-delay path, stage by stage
cell and delay, ns:
buf_2 0.10, buf_4 0.30, nand2_1 0.12, o21ai_0 0.07
## routing by layer
metal	track usage (%)	vias to the layer above
met5	1.13	-
met4	12.8	22
met3	19.4	473
met2	40.3	1937
met1	34.3	11131
li1	-	9457
## cells by family after synthesis
logic type | share of synthesized area, %
adder cells (fa/ha/maj) | 0.393
buffers and inverters | 4.85
XOR/XNOR | 0.629
multiplexers | 36.8
AND/OR/NAND/NOR | 11.5
AND-OR/OR-AND | 15.6
flip-flops | 30.2
## metrics by stage
stage	setup WS (ns)	instances	hold slack, ns	cell area [sq um]
3_5_place_dp	3.47	3477	3.55	27200
5_1_grt	3.25	3533	2.97	28200
6_report	3.42	3536	2.94	28200
4_1_cts	3.44	3533	2.95	28200
2_1_floorplan	5.45	2436	3.03	25500
3_3_place_gp	3.49	3477	3.54	27200
## layout make-up
| class | instances | share of cell area [%] |
|---|---|---|
| multi-input combinational | 1913 | 59.0 |
| sequential | 256 | 27.3 |
| tap | 1134 | 5.03 |
| timing repair buffer | 167 | 5.02 |
| clock buffer | 34 | 2.79 |
| clock inverter | 22 | 0.808 |
| inverter | 7 | 0.0976 |
| antenna | 3 | 0.0266 |
Power is estimated from default activity; no workload was simulated.
